--- flow/design.v ---
module alu(
 A,
 B,
 opALU,
 Rout
);
input [15:0] A;
input [15:0] B;
input opALU;
output reg [15:0] Rout;
always @(*)
begin
	if (opALU) Rout <= A + B;
	else Rout <= A^B;
end
endmodule 
module ctr (
           clk,
           rst,
		   zflag,
           opcode,
           muxPC,
           muxMAR,
           muxACC,
           loadMAR,
           loadPC,
           loadACC,
           loadMDR,
           loadIR,
           opALU,
           MemRW
);
parameter d_width=16, addr_width=8, mem_depth=256;
parameter Fetch_1=4'b0000;
parameter Fetch_2=4'b0001;
parameter Fetch_3=4'b0010;
parameter Decode=4'b0011;
parameter ExecADD_1=4'b0100;
parameter ExecADD_2=4'b0101;
parameter ExecOR_1=4'b0110;
parameter ExecOR_2=4'b0111;
parameter ExecLoad_1=4'b1000;
parameter ExecLoad_2=4'b1001;
parameter ExecStore_1=4'b1010;
parameter ExecStore_2=4'b1011;
parameter ExecJump=4'b1100;
parameter op_add=8'b001;
parameter op_or= 8'b010;
parameter op_load=8'b011;
parameter op_store=8'b100;
parameter op_jump=8'b101;
parameter op_jumpz=8'b110;
           input clk;
           input rst;
		   input zflag;
           input [addr_width-1:0]opcode;
           output reg muxPC;
           output reg muxMAR;
           output reg muxACC;
           output reg loadMAR;
           output reg loadPC;
           output reg loadACC;
           output reg loadMDR;
           output reg loadIR;
           output reg opALU;
           output reg MemRW;
		   reg [3:0]state_reg;
		   reg [3:0]state_next;
  always @ ( posedge clk )
 begin
   if( rst )
     state_reg =  Fetch_1 ;
   else
     state_reg= state_next ;
 end
  always @ (state_reg or opcode or zflag)
  begin
    case (state_reg)
      Fetch_1:	 
        state_next = Fetch_2;  
       Fetch_2: 
        state_next = Fetch_3;  
       Fetch_3:	 
        state_next = Decode;  
       Decode: 
	     begin
		  case (opcode)
		     op_add:	
			    state_next = ExecADD_1;  
			 op_or:	 
			    state_next = ExecOR_1;  
			 op_load:	
             state_next = ExecLoad_1;  			  
			 op_store:	 
             state_next = ExecStore_1;  			  
			 op_jump: 
             state_next = ExecJump;  
			 op_jumpz:
             begin	
               if( zflag == 1'b1 )			 
			    state_next = ExecJump;  
			   else
               state_next = Fetch_1;  
			end
			endcase
		end	
       ExecADD_1:	 
        state_next = ExecADD_2;  
      ExecADD_2:	 
        state_next = Fetch_1;  
      ExecOR_1:	 
        state_next = ExecOR_2;  
      ExecOR_2:	 
        state_next = Fetch_1;  
      ExecLoad_1:	 
        state_next = ExecLoad_2;  
      ExecLoad_2:	 
        state_next = Fetch_1;  
      ExecStore_1:	  
        state_next = Fetch_1;  
      ExecJump:	 
        state_next = Fetch_1;  
    endcase
end				 
   always @ (state_reg )
  begin
    muxPC = 1'b0; 
    muxMAR = 1'b0; 
    muxACC = 1'b0; 
    loadMAR = 1'b0; 
    loadPC = 1'b0; 
    loadACC = 1'b0; 
    loadMDR = 1'b0; 
    loadIR = 1'b0; 
    opALU = 1'b0; 
    MemRW = 1'b0; 
    case (state_reg)
      Fetch_1:	 
	  begin
	muxPC = 1'b0; 
    muxMAR = 1'b0; 
    muxACC = 1'b0; 
    loadMAR = 1'b1; 
    loadPC = 1'b1; 
    loadACC = 1'b0; 
    loadMDR = 1'b0; 
    loadIR = 1'b0; 
    opALU = 1'b0; 
    MemRW = 1'b0; 
	   end
      Fetch_2:	
	  begin
		    muxPC = 1'b0; 
    muxMAR = 1'b0; 
    muxACC = 1'b0; 
    loadMAR = 1'b0; 
    loadPC = 1'b0; 
    loadACC = 1'b0; 
    loadMDR = 1'b1; 
    loadIR = 1'b0; 
    opALU = 1'b0; 
    MemRW = 1'b0; 
		end
      Fetch_3:	 
	  begin
		    muxPC = 1'b0; 
    muxMAR = 1'b0; 
    muxACC = 1'b0; 
    loadMAR = 1'b0; 
    loadPC = 1'b0; 
    loadACC = 1'b0; 
    loadMDR = 1'b0; 
    loadIR = 1'b1; 
    opALU = 1'b0; 
    MemRW = 1'b0; 
		end
      Decode:	 
	  begin
	muxPC = 1'b0; 
    muxMAR = 1'b1; 
    muxACC = 1'b0; 
    loadMAR = 1'b1; 
    loadPC = 1'b0; 
    loadACC = 1'b0; 
    loadMDR = 1'b0; 
    loadIR = 1'b0; 
    opALU = 1'b0; 
    MemRW = 1'b0; 
      end
      ExecADD_1:	
      begin	  
		      muxPC = 1'b0; 
    muxMAR = 1'b0; 
    muxACC = 1'b0; 
    loadMAR = 1'b0; 
    loadPC = 1'b0; 
    loadACC = 1'b0; 
    loadMDR = 1'b1; 
    loadIR = 1'b0; 
    opALU = 1'b0; 
    MemRW = 1'b0; 
		  end
      ExecADD_2:	 
	  begin
        loadACC = 1'b1;
		  muxACC  = 1'b0;
		  opALU   = 1'b1;
		  end
      ExecOR_1:	 
	  begin
		      muxPC = 1'b0; 
    muxMAR = 1'b0; 
    muxACC = 1'b0; 
    loadMAR = 1'b0; 
    loadPC = 1'b0; 
    loadACC = 1'b0; 
    loadMDR = 1'b1; 
    loadIR = 1'b0; 
    opALU = 1'b0; 
    MemRW = 1'b0; 
		  end
		ExecOR_2:
        begin		
		      muxPC = 1'b0; 
    muxMAR = 1'b0; 
    muxACC = 1'b0; 
    loadMAR = 1'b0; 
    loadPC = 1'b0; 
    loadACC = 1'b1; 
    loadMDR = 1'b0; 
    loadIR = 1'b0; 
    opALU = 1'b0; 
    MemRW = 1'b0; 
         end
      ExecLoad_1:	
         begin	  
		      muxPC = 1'b0; 
    muxMAR = 1'b0; 
    muxACC = 1'b0; 
    loadMAR = 1'b0; 
    loadPC = 1'b0; 
    loadACC = 1'b0; 
    loadMDR = 1'b1; 
    loadIR = 1'b0; 
    opALU = 1'b0; 
    MemRW = 1'b0; 
         end		  
      ExecLoad_2:
        begin	  
		      muxPC = 1'b0; 
    muxMAR = 1'b0; 
    muxACC = 1'b1; 
    loadMAR = 1'b0; 
    loadPC = 1'b0; 
    loadACC = 1'b1; 
    loadMDR = 1'b0; 
    loadIR = 1'b0; 
    opALU = 1'b0; 
    MemRW = 1'b0; 
        end		  
      ExecStore_1:
        begin	  
		      muxPC = 1'b0; 
    muxMAR = 1'b0; 
    muxACC = 1'b0; 
    loadMAR = 1'b0; 
    loadPC = 1'b0; 
    loadACC = 1'b0; 
    loadMDR = 1'b0; 
    loadIR = 1'b0; 
    opALU = 1'b0; 
    MemRW = 1'b1; 
		  end
      ExecJump:
        begin	  
		      muxPC = 1'b1; 
    muxMAR = 1'b0; 
    muxACC = 1'b0; 
    loadMAR = 1'b0; 
    loadPC = 1'b1; 
    loadACC = 1'b0; 
    loadMDR = 1'b0; 
    loadIR = 1'b0; 
    opALU = 1'b0; 
    MemRW = 1'b0; 
		  end
   endcase  
   end
  endmodule
module datapath(
clk,
rst,
muxPC,
muxMAR,
muxACC,
loadMAR,
loadPC,
loadACC,
loadMDR,
loadIR,
opALU,
zflag,
opcode,
MemAddr,
MemD,
MemQ
);
input clk;
input rst;
input muxPC;
input muxMAR;
input muxACC;
input loadMAR;
input loadPC;
input loadACC;
input loadMDR;
input loadIR;
input opALU;
output reg zflag;
output reg [7:0]opcode;
output reg [7:0]MemAddr;
output reg [15:0]MemD;
input [15:0]MemQ;
reg [7:0]PC_next;
reg [15:0]IR_next;
reg [15:0]ACC_next;
reg [15:0]MDR_next;
reg [7:0]MAR_next;
reg zflag_next;
wire [7:0]PC_reg;
wire [15:0]IR_reg;
wire [15:0]ACC_reg;
wire [15:0]MDR_reg;
wire [7:0]MAR_reg;
wire zflag_reg;
wire [15:0]ALU_out;
alu a1(ACC_reg,MDR_reg,opALU,ALU_out);
registers a2(clk,
rst,
PC_reg,
PC_next,
IR_reg,
IR_next,
ACC_reg,
ACC_next,
MDR_reg,
MDR_next,
MAR_reg,
MAR_next,
zflag_reg,
zflag_next);
always@*
begin
 if(loadPC) 
PC_next=muxPC?IR_reg[15:8]:(PC_reg+1'b1);
else PC_next=PC_reg;
if(loadIR)IR_next=MDR_reg;
else IR_next=IR_reg;
if(loadACC) ACC_next=muxACC?MDR_reg:ALU_out;
else ACC_next=ACC_reg;
if(loadMDR)MDR_next=MemQ;
else MDR_next=MDR_reg;
if(loadMAR)MAR_next=muxMAR?IR_reg[15:8]:PC_reg;
else MAR_next=MAR_reg;
 zflag_next=(ACC_reg==0);
zflag=(ACC_reg==0);  
opcode=IR_reg[7:0];  
MemAddr=MAR_reg;  
MemD =ACC_reg;  
end
endmodule
module proj1(
           clk,
           rst,
            MemRW_IO,
            MemAddr_IO,
           MemD_IO
                            );
           input clk;
           input rst;
           output MemRW_IO;
           output [7:0]MemAddr_IO;
           output [15:0]MemD_IO;
wire zflag,  muxPC, muxMAR, muxACC, loadMAR,  loadPC, loadACC,  loadMDR, loadIR,
           opALU, MemRW ;
wire  [7:0] opcode, MemAddr;
wire  [15:0] MemD,  MemQ;
ram  ram1(MemRW,  MemD,  MemQ ,  MemAddr  );
ctr  ctr1( clk,  rst, zflag,
           opcode, muxPC, muxMAR,
           muxACC, loadMAR,  loadPC,
           loadACC,  loadMDR, loadIR,
           opALU, MemRW );
datapath  datapath1( clk, rst,  muxPC,  muxMAR,
         muxACC,  loadMAR,  loadPC,
         loadACC,  loadMDR,  loadIR,
         opALU,  zflag,  opcode,
         MemAddr,  MemD,  MemQ  );
 assign MemAddr_IO = MemAddr;
 assign MemD_IO = MemD;
 assign MemRW_IO = MemRW; 
endmodule
module  ram(
       We,
       D,
       Q,
       Addr
	  );
	  parameter d_width=16, addr_width=8, mem_depth=256;
      input We;
      input [d_width-1:0]D;
      output reg[d_width-1: 0]Q;
      input [addr_width-1:0]Addr;
	  reg  [d_width-1:0] mem256x16 [mem_depth-1:0];
always @ ( Addr or D or We )
begin
if ( We == 1'b1)
   mem256x16[Addr] <= D;
   else
   Q <= mem256x16[Addr];
end
endmodule
module registers(
 clk,
 rst,
 PC_reg,
 PC_next,
 IR_reg,
 IR_next,
 ACC_reg,
 ACC_next,
 MDR_reg,
 MDR_next,
 MAR_reg,
 MAR_next,
 zflag_reg,
 zflag_next
 );
input wire clk;
input wire rst;
output reg [7:0]PC_reg;
input wire [7:0]PC_next;
output reg [15:0]IR_reg;
input wire [15:0]IR_next;
output reg [15:0]ACC_reg;
input wire [15:0]ACC_next;
output reg [15:0]MDR_reg;
input wire [15:0]MDR_next;
output reg [7:0]MAR_reg;
input wire [7:0]MAR_next;
output reg zflag_reg;
input wire zflag_next;
parameter l = 1'b0;
parameter h = 1'b1;
 always @ ( posedge clk )
 begin
   if( rst )
     begin
     	PC_reg <= l;
 		IR_reg <= l;
 		ACC_reg <= l;
 		MDR_reg <= l;
	 	MAR_reg <= l;
 		zflag_reg <= l;
     end
   else
    begin
    	PC_reg <= PC_next;
 		IR_reg <= IR_next;
 		ACC_reg <= ACC_next;
 		MDR_reg <= MDR_next;
	 	MAR_reg <= MAR_next;
 		zflag_reg <= zflag_next;
    end
 end
 endmodule
--- flow/run.sh ---
#!/bin/bash
# OpenROAD 26Q1-2900-gdf79404cd8, Yosys 0.63+post, stock flow scripts
make -C /OpenROAD-flow-scripts/flow DESIGN_CONFIG=/design/flow/config.mk WORK_HOME=/design/flow/orfs finish
--- flow/config.mk ---
export PLATFORM = sky130hd
export DESIGN_NAME = proj1
export DESIGN_NICKNAME = proj1
export VERILOG_FILES = /design/flow/design.v
export SDC_FILE = /design/flow/constraint.sdc
export NUM_CORES = 4
export LEC_CHECK = 1
export CORE_UTILIZATION = 40
--- flow/constraint.sdc ---
current_design proj1

set clk_period 8.6
set clk_io_pct 0.2

create_clock -name clk0 -period $clk_period [get_ports {clk}]

set non_clock_inputs [all_inputs -no_clocks]
set_input_delay [expr $clk_period * $clk_io_pct] -clock clk0 $non_clock_inputs
set_output_delay [expr $clk_period * $clk_io_pct] -clock clk0 [all_outputs]
==> qor.yml <==
synthesis:
  yosysWarnings: 6
  edf_count: 0
  ys_ff: 4194
  ys_cells: 9061
  synthArstFlopShare_pct: 0
  top_area_cell: "dlxtn_1"
  synth_area_mm2: 0.09471
  synthTopCellsByArea: "dlxtn_1 (65%), a22oi_1 (8.8%), a32oi_1 (2.4%)"
  ys_chip_area_mm2: 0.09471
  yosysUniqueCellTypes: 84
  top_area_share_pct: 65.25
  synth_cells: 9061
  ff_type: "dlxtn_1"
  postSynthAreaPerCell_um2: 10.45
floorplanning:
  die_y_um: 488.6
  fp-row-count: 178
  num_io_pins: 27
  fp.dieW_um: 488.6
  fp_util_pct: 40.27
grt:
  track_usage_pct: 88.65
  grt_pass1_wl_um: 1337000
  grt_pass1_vias: 114900
  overflow: 686
  grt_max_degree: 109
placed_design:
  preCtsSetupSlack_ns: 5.040
  place_congestion: 1.346
  hpwl_um: 629500
  portBuffers: 26
clocking:
  cts_setup_buffers: 0
  cts_hold_buf: 0
  cts_resized: 0
  clock_path_buffers: 2
  htree_levels: 3
  cts_root_buf: "clkbuf_16"
  cts_buffers: 9
status:
  haltStage: "global routing"
  status: "aborted with a tool error"
  toolErrorMsg: "[ERROR GRT-0116] Global routing finished with congestion. Check the congestion regions in the DRC Viewer."
sta:
  unclocked_regs: 4116
  untimed_endpoints: 4116
[per-layer routing]
| layer | GRT usage [%] | overflow |
|---|---|---|
| met5 | 77.81 | 15 |
| met4 | 84.67 | 204 |
| met2 | 94.60 | 268 |
| met3 | 84.34 | 124 |
| met1 | 88.78 | 75 |
[cell families after synthesis]
logic type,synth area share [%]
adder cells (fa/ha/maj),0.2695
XOR/XNOR,0.1295
AND-OR/OR-AND,18.87
flip-flops,1.649
latches,65.25
multiplexers,0.7821
buffers and inverters,2.965
AND/OR/NAND/NOR,10.09
[synth_stat cells, types with 9 or more instances]
| cell | n |
|---|---|
| o22a_1 | 18 |
| buf_1 | 47 |
| a31oi_1 | 12 |
| and4_1 | 17 |
| a32o_1 | 27 |
| a21oi_1 | 70 |
| clkbuf_1 | 423 |
| nand2_1 | 329 |
| nor4_1 | 124 |
| mux2_2 | 15 |
| xnor2_1 | 10 |
| o211ai_1 | 23 |
| o2111ai_1 | 10 |
| a22oi_1 | 1111 |
| a221o_1 | 17 |
| a32oi_1 | 255 |
| nor4b_1 | 9 |
| nand2b_1 | 12 |
| nor4bb_1 | 12 |
| nor2_1 | 353 |
| or4_1 | 44 |
| mux2i_1 | 56 |
| and3_1 | 260 |
| a22o_1 | 158 |
| or3_1 | 10 |
| buf_2 | 149 |
| a211oi_1 | 17 |
| nand4_1 | 202 |
| a222oi_1 | 118 |
| a221oi_1 | 76 |
| nand3_1 | 321 |
| nor3_1 | 59 |
| a2111oi_0 | 90 |
| buf_6 | 9 |
| ha_1 | 18 |
| o22ai_1 | 178 |
| inv_1 | 13 |
| dlxtn_1 | 4116 |
| dfxtp_1 | 78 |
| buf_4 | 18 |
| o21ai_0 | 44 |
| o221ai_1 | 17 |
| o31ai_1 | 9 |
[per-stage QoR]
step	instances	area, um2	hold WS (ns)	utilization, %	power, mW
global placement	12510	104300	0.5331	44.34	1.150
CTS	12530	104600	0.5002	44.47	1.564
detailed placement	12510	104300	0.4864	44.34	1.150
floorplan	9061	94710	0.4611	-	0.7975
Power is estimated from default activity; no workload was simulated.
